### ./run.sh
#!/bin/bash
# OpenROAD 26Q1-2900-gdf79404cd8, Yosys 0.63+post, stock flow scripts
make -C /OpenROAD-flow-scripts/flow DESIGN_CONFIG=/design/flow/config.mk WORK_HOME=/design/flow/orfs finish
### ./config.mk
export PLATFORM = sky130hd
export DESIGN_NAME = ten_bit_adder
export DESIGN_NICKNAME = ten_bit_adder
export VERILOG_FILES = /design/flow/design.v
export SDC_FILE = /design/flow/constraint.sdc
export NUM_CORES = 4
export LEC_CHECK = 1
export CORE_AREA = 10 10 70 70
export DIE_AREA = 0 0 80 80
### ./constraint.sdc
current_design ten_bit_adder

set clk_period 4.9
set clk_io_pct 0.2

create_clock -name clk0 -period $clk_period

set non_clock_inputs [all_inputs -no_clocks]
set_input_delay [expr $clk_period * $clk_io_pct] -clock clk0 $non_clock_inputs
set_output_delay [expr $clk_period * $clk_io_pct] -clock clk0 [all_outputs]
### ./design.v
module ten_bit_adder(
	output logic [9:0] s
	,output logic c_out
	,input logic [9:0] in1, in2
	,input logic c_in
);
	assign {c_out, s} = in1 + in2 + c_in;
endmodule
module ten_bit_adder_testbench();
	logic [9:0] in1;
	logic [9:0] in2;
	wire [9:0] s;
	logic c_in;
	wire c_out;
	ten_bit_adder dut(.s(s), .c_out(c_out), .in1(in1), .in2(in2), .c_in(c_in));
	initial begin
		c_in = 0;
		in1 = 10'b0000000000;  
		in2 = 10'b0000000001;  
		#100;
		in1 = 10'b0111110100;  
		in2 = 10'b0000001011;  
		#100;
		in1 = 10'b1111111111;  
		in2 = 10'b0000000001;  
		#100;
		in1 = 10'b1000000000;  
		in2 = 10'b1100000000;  
		#100;
		in1 = 10'b0111000000;  
		in2 = 10'b0100100000;  
		#100;
		in1 = 10'b1011111111;  
		in2 = 10'b1000010000;  
		#100;
	end
endmodule
==> results_slide.txt <==
Flow Results at a Glance

Synthesis
  – Count leader, synth: ha_1
  – Chip Area, Yosys: roughly 440 um2
  – Yosys top cell area share: 0.258
  – Area of the mapped netlist: 437 um2
  – Adder Share, Synth: 0.350
  – Xor+xnor area frac: 0.160
  – Cells after synthesis: around 54
  – Top cell types by occurrence after synthesis: 9 x ha_1, 6 x a21oi_1, 6 x xnor2_1, 4 x inv_1
  – Multiplexer share of the synthesized area: 0
  – Cell count listed in synth_stat.txt: 54
  – Largest family of logic cells by area: adder cells
  – Yosys simple share: 0.166
  – Synthesized-area fraction occupied by ao, oa, aoi and oai cells: 0.289
  – Number of warnings printed during yosys synthesis: 0
  – Register area share after synthesis: 0
  – Mean area per synthesized cell: 8.09 um2
  – Area contributors post-synth: ha_1 26%, xnor2_1 12%, fa_1 9.2%
  – Count of cell types in the netlist: 22
  – Cell taking the most area after synthesis: ha_1

Floorplan
  – Die extent in y: 80 um
  – Horizontal extent of the die: 80 um
  – Row count: 21
  – Number of top-level pins: 32
  – Core Footprint: 3420 um2
  – Full die area: 6400 um2
  – FP Util: 0.128

Route
  – Antenna Cells: 0
  – Sum of routed wire length over all layers: 1450 um
  – Average detailed-routed wire length per instance: ~11 um
  – DRC violation count after routing: 0
  – Remaining number of nets flagged by the antenna check after routing: 0
  – Iteration tally of the first detailed-router pass: 2
  – Mean number of vias per cell: 3.73
  – Number of DRC markers in iteration 0: 9
  – Vias after detailed routing: just under 500

Global route
  – Sum of overflow across all layers after global routing: 0
  – Initial antenna violation count: 0
  – Wire length of the first global-routing pass: around 2400 um
  – Largest net degree at the start of global routing: 7
  – GRT Total Usage: 0.0449
  – Vias in the first global route: 526

Setup path
  – Largest fanout on the critical path: 2
  – Type of the setup path with the least slack: in2out
  – Crit path DAT: 3490 ps
  – Startpoint type of the worst setup path: primary input
  – Cell-by-cell listing of the critical path: clkdlybuf4s50_1 > fa_1 > inv_1 > fa_1 > nor2b_1 > o21a_1 > a31o_1 > o41ai_2 > xnor2_1 > clkdlybuf4s50_1
  – Worst EP required: 3920 ps
  – Library cell contributing the largest single delay on the critical path: clkdlybuf4s50_1
  – Worst stage delay on the critical path: 490 ps
  – Crit. End Element: primary output

Finish
  – Flops: 0
  – Number of standard cells in the layout, taps in and fillers out: 132
  – Post-Route Utilization: 0.238
  – Clk_buf instances: 0
  – Share of cells above drive strength 1: 0.0465
  – Relative area change from synthesis to final layout: 86.5%
  – FF/Latch Area: 0 um2
  – Footprint of the multi-input gates: 422 um2
  – Layout fillers: 387

Placed design
  – Port bufs: 32
  – Dpl cells: 132
  – Worst Setup Slack post-DPL: 424 ps
  – HPWL Detailed: 1320 um
  – Weighted congestion reported at the end of routability-driven placement: about 0.76

Timing
  – Min cycle time layout: 4470 ps
  – Unrepaired setup endpoints after global routing: false
  – Final period utilization: 0.913
  – Worst slew margin: 0.817
  – Maximum achievable frequency: roughly 220 MHz
  – Final Hold Viols: 0
  – Slew at the pin closest to its max-slew limit: 271 ps
  – Setup slack of the critical path after layout: 427 ps
  – Total count of max-transition violations in the final report: 0
  – Final sum of negative setup slack: 0 ps
  – # setup viols final: 0

CTS
  – Hold_buf cts: 0
  – Setup Fix Bufs, Post-CTS: 0
  – Number of gates resized after CTS: 0

Hold path
  – Min-delay worst type: in2out

Power and ir drop
  – Switching power total: 0.0351 mW
  – Switching power as a share of total power: 0.329
  – Power density of the placed cells: approximately 130 nW/um2
  – Leakage power: approximately 0.35 nW
  – Overall power consumption: 0.107 mW
  – Fraction of power consumed by combinational cells: 1.000
  – Clock network fraction of total power: 0
  – Register share of total power: 0
  – Cell-internal power: 0.0716 mW
  – Peak ir drop on the vdd network: 0.0378 mV

Outcome
  – Status: complete, no violations

Flow run
  – Tally of max-capacitance violations: 0
  – Total tool warning count: 32
[layout by cell type, fill, tap and decap left out, drive strengths merged]
cell type,synthesis,final
xnor2,6,6
o21ai,3,3
o21a,2,2
and3,3,3
and2,1,1
clkdlybuf4s50,0,32
fa,2,2
o41ai,1,1
a31oi,1,1
nor3,1,1
nor2b,1,1
a211oi,1,1
nand2,2,2
ha,9,9
a21o,3,3
a31o,1,1
nor2,2,2
xor2,2,2
a21oi,6,6
inv,4,4
or2,1,1
nand2b,2,2
[cell type report]
cell class	count	area share
Inverter	4	0.0184
Tap cell	46	0.0707
Multi-Input combinational cell	50	0.518
Timing Repair Buffer	32	0.393
[path summary, 6_finish.rpt]
| check | cells after the start | to | start | slack, ps |
|---|---|---|---|---|
| worst max-delay path | 10 | s[8] | in1[0] | 430 |
| worst min-delay path | 3 | s[0] | c_in | 3060 |
[layer usage]
metal | routed length (um) | vias to the layer above | track usage
met5 | 0 | - | 0
met4 | 0 | 0 | 0
met3 | 131 | 0 | 0.0102
met2 | 625 | 21 | 0.0795
met1 | 691 | 211 | 0.0570
li1 | - | 260 | -
[through the flow]
| stage | cell area [um2] | hold slack (ps) |
|---|---|---|
| 2_1_floorplan | 437 | 2060 |
| 3_3_place_gp | 815 | 3060 |
| 3_5_place_dp | 815 | 3070 |
| 4_1_cts | 815 | 3070 |
| 5_1_grt | 815 | 3090 |
| 6_report | 815 | 3060 |
[worst max-delay path, delay by kind of cell]
kind / cells / cell delay [ps]
xor gates and xnor gates: 1 / 160
and+or+nand+nor: 1 / 60
adders and majority gates: 2 / 650
buffers and inverters: 3 / 1000
AOI/OAI and AO/OA: 3 / 650
[cells by family after synthesis]
logic type                 Yosys count
xor gates and xnor gates             8
adders and majority gates           11
AOI/OAI and AO/OA                   18
and+or+nand+nor                     13
buffers and inverters                4
[power by group through the flow]
stage                 Combinational, mW  Clock, mW  Sequential [mW]
after CTS                         0.110          0                0
after global routing              0.119          0                0
final                             0.107          0                0
Power figures rest on the tool's default switching activity, not on a simulated workload.
